**./design.v**
```verilog
module bcd_register (
    input wire [23:0] spi_data,
    input wire new_data_triger,
    output wire [15:0] bcd_values
    );
    reg [15:0] spi_data_reg;
    reg [15:0] bcd_values_reg;
    initial begin
        spi_data_reg <= 16'b0;
        bcd_values_reg <= 16'b0;
    end
    assign bcd_values[15:0] = bcd_values_reg[15:0];
    always @(posedge new_data_triger) begin
        spi_data_reg <= spi_data[15:0];
        bcd_values_reg[3:0] = spi_data_reg%10;
        spi_data_reg = spi_data_reg/10;
        bcd_values_reg[7:4] = spi_data_reg%10;
        spi_data_reg = spi_data_reg/10;
        bcd_values_reg[11:8] = spi_data_reg%10;
        spi_data_reg = spi_data_reg/10;
        bcd_values_reg[15:12] = spi_data_reg%10;
        spi_data_reg = spi_data_reg/10;
    end
endmodule 
module presc(
              input wire clk_in_p,
              output reg clk_out_p
            );
parameter value = 65535;
localparam bit_count = $clog2(value);
reg [bit_count:0]count;
initial begin
  count       <= 0;
  clk_out_p   <= 1'b0;
end
always @(posedge clk_in_p) begin
  if(count < (value/2)) begin
    count = count + 1;
  end else begin
    count = 0;
    clk_out_p = ~clk_out_p;
  end
end
endmodule
module spi
(
  input reg sck_in,
  input wire miso,
  output reg sck_out,
  output reg mosi,
  output reg cs,
  input wire [3:0]in_bytes_count,
  input wire [3:0]out_bytes_count,
  input wire [31:0]in_bytes,
  output reg [31:0]out_bytes,
  input wire start_trans,
  output reg trans_done
  );
  localparam idle         = 3'b000;
  localparam trans_write  = 3'b001;
  localparam trans_read   = 3'b010;
  localparam trans_beg    = 3'b011;
  localparam trans_end    = 3'b100;
  localparam trans_inter  = 3'b101;
  reg [2:0] cur_state;
  reg [2:0] bit_counter;
  wire end_req;
  reg old_start;
  reg [2:0] next_state;
  reg [3:0] in_bytes_counter;
  reg [3:0] out_bytes_counter;
  reg en_out;
  initial begin
    cs            <= 1'b1;
    sck_out       <= 1'b1;
    mosi          <= 1'b0;
    out_bytes     <= 32'h00000000;
    old_start     <= 1'b0;
    bit_counter   <= 3'b111;
    cur_state     <= idle;
    next_state    <= idle;
    in_bytes_counter  <= 0;
    out_bytes_counter <= 0;
    trans_done    <= 1'b1;
    en_out        <= 1'b1;
  end
  assign sck_out = ((en_out == 1'b0) ? sck_in : 1'b1);
always @(posedge sck_in) begin
  case (cur_state)
  idle :
    begin
      if (old_start != start_trans) begin
        old_start     <= start_trans;
        next_state    <= trans_beg;
        in_bytes_counter    <= in_bytes_count;
        out_bytes_counter   <= out_bytes_count;
        trans_done          <= 1'b0;
      end
      cs <= 1'b1;
    end
  trans_beg :
      begin
        cs          <= 1'b0;
        en_out      <= 1'b0;
        next_state  = trans_write;
      end
  trans_write :
    begin
      if (in_bytes_counter == 0) begin
        if (out_bytes_counter == 0) begin
          bit_counter = 3'b111;
          next_state = trans_end;
        end else begin
          bit_counter = 3'b111;
          next_state = trans_read;
        end
      end else begin
        if (bit_counter == 3'b000) begin
          bit_counter = 3'b111;
          in_bytes_counter = in_bytes_counter - 1;
          if (in_bytes_counter == 0) begin
            bit_counter = 3'b111;
            next_state = trans_read;
          end
        end else begin
          bit_counter = bit_counter - 1;
        end
      end
    end
  trans_read :
    begin
      out_bytes[(out_bytes_counter - 1)*8 + bit_counter] <= miso;
      if (out_bytes_counter == 2'b00) begin
        next_state  = trans_end;
      end else begin
        if (bit_counter == 3'b000) begin
          bit_counter = 3'b111;
          out_bytes_counter = out_bytes_counter - 1;
        end else begin
          bit_counter = bit_counter - 1;
        end
      end
    end
  trans_end :
     begin
       if (sck_in == 1'b1) begin
         next_state = idle;
         en_out     <= 1'b1;
         trans_done <= 1'b1;
       end
     end
  endcase
  cur_state <= next_state;
end
always @(negedge sck_in) begin
  if (cur_state == trans_write) begin
    mosi <= in_bytes[(in_bytes_counter - 1)*8 + bit_counter];
  end
end
endmodule
module ss_display (
  input wire [15:0] bcd_register,
    input wire clk,
      input wire en,
      output wire [3:0] control_pins,
        output wire [6:0] display_pins
        );
        wire display_clk;
        reg [6:0] display_reg;
        reg [3:0] control_reg;
        presc #(.value(1024)) presc_0 (
          .clk_in_p(clk),
          .clk_out_p(display_clk)
          );
          assign display_pins[6:0] = display_reg[6:0];
          assign control_pins[3:0] = control_reg[3:0];  
          initial begin
            display_reg[6:0] = 7'b0000000;
            control_reg[3:0] = 4'b1110;
        end
        always @(negedge display_clk) begin
          if(en) begin
            case (control_reg)
              4'b1110: begin
                control_reg <= 4'b1101;
                display_reg[6:0] = convert_number_to_ss_digit(bcd_register[7:4]);
              end
              4'b1101: begin
                control_reg <= 4'b1011;
                display_reg[6:0] = convert_number_to_ss_digit(bcd_register[11:8]);
              end
              4'b1011: begin
                control_reg <= 4'b0111;
                display_reg[6:0] = convert_number_to_ss_digit(bcd_register[15:12]);
              end
              4'b0111: begin
                control_reg <= 4'b1110;
                display_reg[6:0] = convert_number_to_ss_digit(bcd_register[3:0]);
              end
            endcase 
          end
        end
        function [7:0] convert_number_to_ss_digit;
          input [4:0] number;
        begin
          case (number)
            4'b0000: convert_number_to_ss_digit = 7'b1111110; 
            4'b0001: convert_number_to_ss_digit = 7'b0110000; 
            4'b0010: convert_number_to_ss_digit = 7'b1101101; 
            4'b0011: convert_number_to_ss_digit = 7'b1111001; 
            4'b0100: convert_number_to_ss_digit = 7'b0110011; 
            4'b0101: convert_number_to_ss_digit = 7'b1011011; 
            4'b0110: convert_number_to_ss_digit = 7'b1011111; 
            4'b0111: convert_number_to_ss_digit = 7'b1110000; 
            4'b1000: convert_number_to_ss_digit = 7'b1111111; 
            4'b1001: convert_number_to_ss_digit = 7'b1111011; 
            default: convert_number_to_ss_digit = 7'b1111110;
          endcase 
        end
      endfunction
      endmodule
module timer (
              input wire clk_in,
              output reg sig_out
             );
parameter time_ms = 1000;
localparam clk_per_ms = 180000;
localparam reset_count = (clk_per_ms*time_ms);
localparam bit_count = $clog2(reset_count);
reg [bit_count:0]counter;
initial begin
  counter <= 0;
  sig_out <= 1'b0;
end
always @(posedge clk_in) begin
  if (counter < reset_count) begin
    counter = counter + 1;
  end else begin
    counter = 0;
    sig_out = ~sig_out;
  end
end
endmodule
module top
  (
    input btn_0,
    input sys_clk_pin,
    input phy_miso,
    output led_0,
    output phy_sck,
    output phy_mosi,
    output phy_cs,
    output [2:0]led,
    output [3:0] control_out_pins,
    output [6:0] display_out_pins
  );
wire clk_scaled;
wire [15:0]bcd_reg;
reg [3:0]in_bytes_count;
reg [3:0]out_bytes_count;
reg [31:0]in_bytes;
wire [31:0]out_bytes;
wire led_inter;
wire start_trans;
wire trans_done;
localparam check_con     = 3'b000;
localparam set_options   = 3'b001;
localparam chk_options   = 3'b010;
localparam read_temp     = 3'b011;
reg [2:0] cur_state;
reg led_reg;
reg en_dis;
assign led_0 = led_reg;
initial begin
  in_bytes_count    =     2'b01;
  out_bytes_count   =     2'b01;
  in_bytes          =     8'h01;
  led_reg           =     1'b0;
  cur_state         = check_con;
  en_dis            = 1'b0;
end
assign led = cur_state;
always @(posedge trans_done) begin
  case (cur_state)
    check_con:
      begin
        if (out_bytes[7:0] == 8'h03) begin
          cur_state   <= set_options;
          in_bytes_count        <= 3;
          out_bytes_count       <= 0;
          in_bytes[7:0]         <= 8'h03;
          in_bytes[15:8]        <= 8'h81;
          in_bytes[23:16]       <= 8'h80;
        end
        led_reg     <= ~led_reg;
      end
    set_options:
      begin
          in_bytes_count        <= 3;
          out_bytes_count       <= 0;
          in_bytes[7:0]         <= 8'h03;
          in_bytes[15:8]        <= 8'h81;
          in_bytes[23:16]       <= 8'h80;
          led_reg               <= 1'b1;
          cur_state             <= chk_options;
      end
    chk_options:
      begin
          in_bytes_count        <= 2'b01;
          out_bytes_count       <= 2'b10;
          in_bytes[7:0]         <= 8'h00;
          if (out_bytes[15:8] == 8'h81 && out_bytes[7:0] == 8'h03) begin
            cur_state <= read_temp;
            en_dis    <= 1'b1;
          end
      end
    read_temp:
      begin
          in_bytes_count        <= 2'b01;
          out_bytes_count       <= 2'b10;
          in_bytes[7:0]         <= 8'h0C;
          if (out_bytes[15:8] == 8'h81 && out_bytes[7:0] == 8'h03) begin
            cur_state <= read_temp;
          end
      end
  endcase
end
presc     pre0
          (
            .clk_in_p(sys_clk_pin),
            .clk_out_p(clk_scaled)
          );
timer     tim0
          (
            .clk_in(sys_clk_pin),
            .sig_out(start_trans)
          );
spi       spi0
          (
            .sck_in(clk_scaled),
            .miso(phy_miso),
            .sck_out(phy_sck),
            .mosi(phy_mosi),
            .cs(phy_cs),
            .in_bytes_count(in_bytes_count),
            .out_bytes_count(out_bytes_count),
            .in_bytes(in_bytes),
            .out_bytes(out_bytes),
            .start_trans(start_trans),
            .trans_done(trans_done)
          );
bcd_register reg0
          (
            .spi_data(out_bytes[27:4]),
            .new_data_triger(trans_done),
            .bcd_values(bcd_reg)
          );
ss_display   dis0
          (
            .bcd_register(bcd_reg),
            .clk(sys_clk_pin),
            .en(en_dis),
            .control_pins(control_out_pins),
            .display_pins(display_out_pins)
          );
endmodule
```
**./run.sh**
```bash
#!/bin/bash
# OpenROAD 26Q1-2900-gdf79404cd8, Yosys 0.63+post, stock flow scripts
make -C /OpenROAD-flow-scripts/flow DESIGN_CONFIG=/design/flow/config.mk WORK_HOME=/design/flow/orfs finish
```
**./config.mk**
```make
export PLATFORM = sky130hd
export DESIGN_NAME = top
export DESIGN_NICKNAME = top
export VERILOG_FILES = /design/flow/design.v
export SDC_FILE = /design/flow/constraint.sdc
export NUM_CORES = 4
export LEC_CHECK = 1
export CORE_UTILIZATION = 40
```
**./constraint.sdc**
```tcl
current_design top

set clk_period 5.7
set clk_io_pct 0.2

create_clock -name clk0 -period $clk_period [get_ports {sys_clk_pin}]

set non_clock_inputs [all_inputs -no_clocks]
set_input_delay [expr $clk_period * $clk_io_pct] -clock clk0 $non_clock_inputs
set_output_delay [expr $clk_period * $clk_io_pct] -clock clk0 [all_outputs]
```
==> impl_metrics.env <==
# implementation run metrics
export IMPL_rsz0062_at_grt="no"
export IMPL_netlist_area_um2=5474
export IMPL_edf_count=53
export IMPL_core_util_floorplan_pct=41.17
export IMPL_number_of_flip_flops_under_the_largest_register_name=29
export IMPL_rr_startpoint="tim0.counter[10]"
export IMPL_post_route_cells_drive_above_1_share_pct=6.560
export IMPL_num_vias=3746
export IMPL_worst_ir_drop_vdd_v=0.0002204
export IMPL_htreeDepth=3
export IMPL_grt_max_degree=36
export IMPL_tightest_slew_ns=0.8230
export IMPL_areal_power_density_over_the_cells_nw_per_um2=179.6
export IMPL_num_rows=42
export IMPL_hold_path_startpoint="dis0.presc_0.count[8]"
export IMPL_clkTransAtPathRegs_ns=0.05
export IMPL_tritoncts_clock_tree="yes"
export IMPL_cts_post_setup_buffers_inserted=0
export IMPL_first_pass_iters=4
export IMPL_die_h_um=119.0
export IMPL_grt_ovfl_total=0
export IMPL_detail_route_wl_per_cell_um=11.91
export IMPL_timing_final_hold_violations=0
export IMPL_unique_cell_types=60
export IMPL_yosysSeqAreaShare_pct=49.92
export IMPL_static_leakage_uw=0.002146
export IMPL_setup_worst_path_start_class="flip-flop"
export IMPL_synth_flop_count=110
export IMPL_untimed_endpoints=111
export IMPL_fmax_ghz=0.4919
export IMPL_post_route_drc_count=0
export IMPL_largestRegisters="tim0.counter x29, pre0.count x17, spi0.out_bytes x16"
export IMPL_wire_length_of_the_first_global_routing_pass_um=15530
export IMPL_synthesis_instances=549
export IMPL_die_size_x_um=119.0
export IMPL_synth_warn=8
export IMPL_cts_path_max_buffers=2
export IMPL_arrival_time_at_the_worst_endpoint_ns=2.06
export IMPL_replace_congestion=0.8481
export IMPL_port_buffers=16
export IMPL_diodes=0
export IMPL_tool_warnings=29
export IMPL_grt_antenna_before_repair=0
export IMPL_tritoncts_num_buffers=9
export IMPL_unclocked_regs=50
export IMPL_hold_buffers=0
export IMPL_die_area_um2=14160
export IMPL_floorplan_core_area_um2=13300
export IMPL_max_flop_register="tim0.counter"
export IMPL_cp_max_fo=18
export IMPL_synth_top_flop_cell="sky130_fd_sc_hd__dfxtp_1"
export IMPL_r2r_end="tim0.sig_out"
export IMPL_status="complete, no violations"
export IMPL_worst_setup_path_startpoint="tim0.counter[10]"
export IMPL_syn_to_final_growth_pct=10.10
export IMPL_reg2reg_depth=6
export IMPL_timing_reg2reg_setup_slack_ns=3.67
export IMPL_synth_chip_area_um2=5474
export IMPL_vias_per_cell=5.062
export IMPL_clk_ins_delay_skew_pair_ns=0.33
export IMPL_logic_area_um2=2544
export IMPL_post_dp_hpwl_um=6398
export IMPL_post_layout_total_power_uw=1082
export IMPL_worst_endpoint_required_ns=5.72
export IMPL_post_route_min_period_ns=2.033
export IMPL_worst_slew_margin_rel_pct=44.66
export IMPL_grtUsageTotal_pct=13.66
export IMPL_fin_crit_sh_pct=35.66
export IMPL_async_reset_ff_share_pct=0
export IMPL_number_of_global_route_vias_before_repair=3483
export IMPL_setup_viol_count_final=0
export IMPL_sequential_cell_area_um2=2733
export IMPL_timing_max_cap_violations=0
export IMPL_worst_setup_path_end_kind="flip-flop"
export IMPL_tns_ns=0
export IMPL_clk_root_buffer_cell="sky130_fd_sc_hd__clkbuf_16"
export IMPL_hold_class="reg -> reg"
export IMPL_yosys_stat_cells=549
export IMPL_fin_skew_ns=0.01007
export IMPL_criticalPathCategory="reg -> reg"
export IMPL_finalMaxSlewViolations=0
export IMPL_final_fill_count=1208
export IMPL_synth_area_per_cell_um2=9.971
export IMPL_cts_resized_gates=0
export IMPL_ant_nets=0
export IMPL_drt_iter0_drc=137
export IMPL_finalWirelength_um=8812
export IMPL_critPathCapture="tim0.sig_out"
export IMPL_io_pin_count=21
## synthesized netlist by cell type, types with 2 or more instances
master | count | share of area (%)
sky130_fd_sc_hd__a21oi_1 | 12 | 1.1
sky130_fd_sc_hd__a31oi_1 | 5 | 0.57
sky130_fd_sc_hd__and2_1 | 2 | 0.23
sky130_fd_sc_hd__and3_1 | 10 | 1.1
sky130_fd_sc_hd__and4_1 | 5 | 0.80
sky130_fd_sc_hd__buf_1 | 2 | 0.14
sky130_fd_sc_hd__buf_2 | 2 | 0.18
sky130_fd_sc_hd__buf_4 | 8 | 1.1
sky130_fd_sc_hd__clkbuf_1 | 15 | 1.0
sky130_fd_sc_hd__conb_1 | 2 | 0.14
sky130_fd_sc_hd__dfxtp_1 | 57 | 21
sky130_fd_sc_hd__edfxtp_1 | 53 | 29
sky130_fd_sc_hd__ha_1 | 18 | 4.1
sky130_fd_sc_hd__inv_1 | 24 | 1.6
sky130_fd_sc_hd__mux2_1 | 4 | 0.82
sky130_fd_sc_hd__mux2_2 | 13 | 2.7
sky130_fd_sc_hd__nand2_1 | 39 | 2.7
sky130_fd_sc_hd__nand2b_1 | 3 | 0.34
sky130_fd_sc_hd__nand3_1 | 35 | 3.2
sky130_fd_sc_hd__nand3b_1 | 4 | 0.55
sky130_fd_sc_hd__nand4_1 | 17 | 1.9
sky130_fd_sc_hd__nand4b_1 | 5 | 0.80
sky130_fd_sc_hd__nor2_1 | 81 | 5.6
sky130_fd_sc_hd__nor2b_1 | 3 | 0.34
sky130_fd_sc_hd__nor3_1 | 15 | 1.4
sky130_fd_sc_hd__nor3b_1 | 4 | 0.55
sky130_fd_sc_hd__nor4_1 | 5 | 0.57
sky130_fd_sc_hd__nor4b_1 | 3 | 0.48
sky130_fd_sc_hd__o21a_1 | 3 | 0.41
sky130_fd_sc_hd__o21ai_0 | 14 | 1.3
sky130_fd_sc_hd__o31ai_1 | 2 | 0.27
sky130_fd_sc_hd__or2_2 | 2 | 0.23
sky130_fd_sc_hd__or3_1 | 7 | 0.80
sky130_fd_sc_hd__or4_1 | 2 | 0.27
sky130_fd_sc_hd__xnor2_1 | 21 | 3.4
sky130_fd_sc_hd__xor2_1 | 28 | 4.5
## where the power goes
part	internal, uW	switching, uW
clock	302	167
sequential	490	25.3
combinational	41.2	56.7
## layer usage
metal | up-vias | track usage, % | part of all wire (%)
li1 | 1960 | - | -
met2 | 38 | 21.55 | 47
met4 | 0 | 1.345 | 0.54
met5 | - | 0 | 0
met3 | 5 | 2.544 | 2.6
met1 | 1743 | 21.23 | 50
## worst min-delay path by stage
stage	slack, ns	end	cells after the start
6_report	0.44	dis0.presc_0.count[9]	2
5_1_grt	0.47	tim0.counter[0]	1
4_1_cts	0.45	dis0.presc_0.count[9]	2
## layout make-up
| cell class | instances | area share, % |
|---|---|---|
| clock buffer | 13 | 4.152 |
| clock inverter | 3 | 0.2491 |
| inverter | 24 | 1.495 |
| multi-input combinational | 396 | 42.20 |
| sequential | 110 | 45.34 |
| tap | 176 | 3.654 |
| timing repair buffer | 18 | 2.906 |
## logic make-up (layout without fill, tap and decap cells)
kind of cell / count (synthesis) / in the layout / share of synthesized area [%]
buffers and inverters: 52 / 58 / 4.297
muxes: 18 / 18 / 3.680
DFF: 110 / 110 / 49.92
and+or+nand+nor: 247 / 247 / 23.13
adders and majority gates: 18 / 18 / 4.114
xor gates and xnor gates: 49 / 49 / 7.840
AOI/OAI and AO/OA: 53 / 53 / 6.880
other: 2 / 11 / 0.1372
## worst max-delay path, stage by stage, from the launching register on
cell	delay [ns]
sky130_fd_sc_hd__dfxtp_1	0.42
sky130_fd_sc_hd__o21a_1	0.15
sky130_fd_sc_hd__o21ai_0	0.07
sky130_fd_sc_hd__a21boi_0	0.17
sky130_fd_sc_hd__o21ai_0	0.13
sky130_fd_sc_hd__a21oi_2	0.47
sky130_fd_sc_hd__buf_4	0.33
## per-stage QoR
step	instances	worst slack, ns	hold WS [ns]	utilization (%)	cell area, um2
after detailed placement	724	3.676	0.4370	43.34	5762
after global placement	724	3.674	0.4279	43.34	5762
final	740	3.667	0.4446	45.33	6027
after global routing	740	3.467	0.4728	45.33	6027
after floorplan	558	3.909	0.4179	-	5508
after CTS	740	3.632	0.4456	45.33	6027
## cells in the final DEF (no fill, tap or decap), drive strengths merged, types with 11 or more instances in the layout
master	synthesis	final
nand2	39	39
nor2	81	81
edfxtp	53	53
a21oi	12	12
conb	2	11
clkdlybuf4s50	0	16
nor3	15	15
o21ai	15	15
xnor2	21	21
ha	18	18
nand4	17	17
xor2	28	28
inv	24	24
mux2	17	17
dfxtp	57	57
clkbuf	15	13
nand3	35	35
Power figures rest on the tool's default switching activity, not on a simulated workload.
