File: /design/flow/config.mk
export PLATFORM = sky130hd
export DESIGN_NAME = counter
export DESIGN_NICKNAME = counter
export VERILOG_FILES = /design/flow/design.v
export SDC_FILE = /design/flow/constraint.sdc
export NUM_CORES = 4
export LEC_CHECK = 1
export CORE_AREA = 10 10 101 101
export DIE_AREA = 0 0 111 111
File: /design/flow/constraint.sdc
current_design counter

set clk_period 4.7
set clk_io_pct 0.2

create_clock -name clk0 -period $clk_period [get_ports {clk}]

set non_clock_inputs [all_inputs -no_clocks]
set_input_delay [expr $clk_period * $clk_io_pct] -clock clk0 $non_clock_inputs
set_output_delay [expr $clk_period * $clk_io_pct] -clock clk0 [all_outputs]
File: /design/flow/design.v
module counter(
    input wire clk,
    input wire rst,
    output reg [23:0] count
    );
    initial begin
        count[23:0] <= 24'h000;
    end
    always @(posedge clk or posedge rst) begin
        if (rst) begin
            count <= 24'h000;  
        end else if (count == 24'd999900) begin
            count <= 24'h000;
        end else begin
            count <= count + 1;  
        end
    end
endmodule
File: /design/flow/run.sh
#!/bin/bash
# OpenROAD 26Q1-2900-gdf79404cd8, Yosys 0.63+post, stock flow scripts
make -C /OpenROAD-flow-scripts/flow DESIGN_CONFIG=/design/flow/config.mk WORK_HOME=/design/flow/orfs finish
==> qor.csv <==
metric;value;unit
status;finished, final reports clean;
initial antenna violation count;0;
GPL Wtd Cong;0.8379;
worst vdd ir;98.23;uV
Max Cap Viol;0;
Core Util at FP;0.1514;
Yosys cell types;28;
period utilization;0.4753;
Largest delay share family, worst path;buffers and inverters;
final std cells w/o fill;255;
first-pass GRT wire length;5319;um
CTS tree;yes;
register with the most flip-flops;count;
slowest CP cell;clkdlybuf4s50_1;
CTS H-tree lvls;1;
Mapped Cells;120;
register share after synthesis;0.4878;
die area;12320;sq um
clk sinks;24;
Final setup viols;0;
Post-DRT Antenna Nets;0;
total length of routed wires;3143;um
Clock Skews;0.003469;ns
hold_buf cts;0;
CP arrival;1.29;ns
final core utilization;0.2060;
Syn Std Cell Area;1231;sq um
vias in the first global route;980;
layout cell share with drive strength beyond 1;0.09333;
Largest register FFs;24;
Yosys chip area;1231;sq um
vias after detailed routing;998;
Worst-Margin Slew;0.5398;ns
critical-path cell list;clkdlybuf4s50_1;
Final Hold Viols;0;
mux share;0;
Pre-Repair DR Iteration Count;4;
fillers;871;
Post-synth EDFFs;0;
Die W;111;um
tool warnings;26;
drt wl/cell;12.33;um
worst skew pair latency;0.26;ns
Complex Gates by Area;0.03862;
Global Route Usage Sum;0.05082;
power per cell area;208.4;nW/um^2
Max Fclk;447.7;MHz
Worst Setup End Kind;output port;
Simple Share, Synth;0.2967;
ys async rst share;1.000;
# Cells Yosys;120;
antenna cells;0;
root buf cell;clkbuf_8;
setup_tns;0;ns
CP Class;register to output port;
CTS buffer count;3;
Syn. warnings;1;
Leak;0.0006577;uW
Die H;111;um
core footprint;8134;sq um
crit path launch type;register;
Post-Syn Area per Cell;10.26;sq um
unrepaired setup endpoints after global routing;false;
Post-route DRC;0;
Largest regs;count x24;
Hold Path Class;register to register;
Port Buffers;25;
GRT overflow;0;
vias per inst;3.914;
Dominant Register Cell;dfrtp_1;
placed insts;251;
Worst Path Buf+Inv;1;
Dominant comb cell;simple AND/OR/NAND/NOR gates;
largest net degree at the start of global routing;25;
Adders+Majority by Area;0.02033;
Area Growth Syn to Fin;36.08;%
Max Root-Sink Buffers;2;
crit-path max FO;8;
xor/xnor share;0.1352;
Setup Buffers After CTS;0;
I/O pin count;26;
crit path DRT;3.76;ns
Row Count;33;
Rel. slew slack;0.6374;
Iter 0 DRT Violations;28;
Max stage delay on crit path;0.53;ns
clk slew on worst S/H paths;0.08;ns
Tmin final;2.234;ns
ys flops;24;
fin. max-slew vios;0;
Resize count post-CTS;0;
detailed placement HPWL;2458;um
-- layout make-up --
type / count / area (sq um) / area share
Clock buffer: 4 / 55.05 / 0.03286
Inverter: 5 / 18.77 / 0.01120
Multi-Input combinational cell: 90 / 604.3 / 0.3607
Sequential cell: 24 / 600.6 / 0.3585
Tap cell: 105 / 131.4 / 0.07842
Timing Repair Buffer: 27 / 265.3 / 0.1583
-- final timing paths --
| check | endpoint | cells after the start | slack [ns] | start |
|---|---|---|---|---|
| worst max-delay path | count[4] | 1 | 2.47 | count[4] |
| worst min-delay path | count[23] | 1 | 0.50 | count[23] |
| worst max register to register | count[19] | 7 | 2.80 | count[0] |
| worst min register to register | count[23] | 1 | 0.50 | count[23] |
| max in group asynchronous | count[5] | 3 | 3.45 | rst |
| min in group asynchronous | count[22] | 3 | 1.02 | rst |
-- report_power, final --
group | internal (uW) | switching, uW
Clock | 74.7 | 62.9
Sequential | 206 | 0
Combinational | 1.33 | 4.00
-- layer usage --
layer	track usage	vias to the layer above	routed length [um]
met5	0	-	0
li1	-	490	-
met1	0.07217	485	1517
met3	0.02080	2	242
met2	0.07390	21	1369
met4	0.002604	0	14
-- cell usage after synthesis, types with 2 or more instances --
library cell,number,area (sq um)
nand4_2,2,25.02
nand2_1,11,41.29
ha_1,2,25.02
or3_1,2,12.51
nor4_1,4,25.02
inv_1,5,18.77
nor3_1,5,25.02
and3_1,2,12.51
xor2_1,7,61.31
a21oi_1,2,10.01
xnor2_1,12,105.1
nand4_1,8,50.05
nor2_1,12,45.04
nor3_2,2,20.02
nand3_1,6,30.03
dfrtp_1,24,600.6
and4_1,3,26.28
-- cell usage in the layout (no fill, tap or decap), drive strengths merged, types with 6 or more instances in the layout --
cell            n
clkdlybuf4s50  25
dfrtp          24
xnor2          12
nor2           12
nand2          11
nand4          10
xor2            7
nor3            7
nand3           6
-- cell families after synthesis --
logic type / Yosys count
AOI/OAI and AO/OA: 6
buffers and inverters: 6
and+or+nand+nor: 63
xor gates and xnor gates: 19
adders and majority gates: 2
DFF: 24
-- per-stage QoR --
step,area (sq um),power (uW),setup slack [ns],hold slack [ns]
after floorplan,1231,213.5,3.118,0.4466
after global placement,1620,216.2,2.753,0.5006
after detailed placement,1620,216.3,2.737,0.5034
after CTS,1675,357.3,2.445,0.5174
after global routing,1675,366.6,2.394,0.5399
final,1675,349.2,2.466,0.5043
Power and IR drop assume default switching activity.
